[flow/constraint.sdc]
current_design Am2909

set clk_period 2.7
set clk_io_pct 0.2

create_clock -name clk0 -period $clk_period [get_ports {CP}]

set non_clock_inputs [all_inputs -no_clocks]
set_input_delay [expr $clk_period * $clk_io_pct] -clock clk0 $non_clock_inputs
set_output_delay [expr $clk_period * $clk_io_pct] -clock clk0 [all_outputs]
[flow/design.v]
`timescale 1ns / 1ps
module Am2909(
    input FE,        
    input PUP,       
    input RE,        
    input [3:0] D,   
    input [3:0] R,   
    input [1:0] S,   
    input OE,        
    input CP,        
    input [3:0] OR,  
    input ZERO,      
    input C,         
    output [3:0] Y   
    );
    reg [3:0] address_register;
    reg [3:0] microprogram_counter;
    reg [1:0] stack_pointer;
    reg [3:0] stack [0:3];
    wire [3:0] incremented;
    wire [3:0] before_output;
    initial begin
        stack_pointer <= 2'b11;
    end
    always @ (posedge CP) begin
        microprogram_counter <= incremented;
    end
    always @ (posedge CP) begin
        if (RE == 1'b0) begin
            address_register <= R;
        end
    end
    always @ (posedge CP) begin
        if (FE == 1'b0) begin
            if (PUP == 1'b1) begin
                stack_pointer = stack_pointer + 1;
                stack[stack_pointer] = microprogram_counter;
            end
            else begin
                stack_pointer = stack_pointer - 1;
            end
        end
    end
    assign before_output = (S == 2'b00) ? microprogram_counter : ((S == 2'b01) ? address_register : ((S == 2'b10) ? stack[stack_pointer] : ((S == 2'b11) ? D : 4'b0000)));
    assign incremented = Y + C;
    assign Y = (OE == 1'b0) ? ((ZERO == 1'b0) ? 4'b0000 : before_output | OR) : 4'bzzzz;
endmodule
[flow/config.mk]
export PLATFORM = sky130hd
export DESIGN_NAME = Am2909
export DESIGN_NICKNAME = Am2909
export VERILOG_FILES = /design/flow/design.v
export SDC_FILE = /design/flow/constraint.sdc
export NUM_CORES = 4
export LEC_CHECK = 1
export CORE_AREA = 10 10 114 114
export DIE_AREA = 0 0 124 124
[flow/run.sh]
#!/bin/bash
# OpenROAD 26Q1-2900-gdf79404cd8, Yosys 0.63+post, stock flow scripts
make -C /OpenROAD-flow-scripts/flow DESIGN_CONFIG=/design/flow/config.mk WORK_HOME=/design/flow/orfs finish
==> results.ini <==
[job]
drv_cap=0
openroad.warnings=31

[global_route]
grt_pass1_vias=792
grt_use_total_pct=3.52
grt.overflow.total=0
grt_first_pass_wirelength_mm=4.19
antenna_found_initial=0
grt_max_degree=16

[floorplanning]
die-area_um2=15400
die_h_um=124
ios=25
dieWidth_um=124
core_um2=10400
rows=37
fp_util_pct=11.5

[hold_path]
hp-class=reg -> reg

[synth]
netlist_logic_family_top=multiplexers
xor_area_share_pct=1.46
yosysUniqueCellTypes=27
ys_cells=76
ys_seq_share_pct=61.9
top_area_cell=edfxtp_1
synth_flops=26
syn_inst=76
avgSynthCellArea_um2=15.8
syn_area_um2=1200
area_leaders=edfxtp_1 55%, dfxtp_1 6.7%, mux4_1 6.6%
yosys-mux-area-fraction_pct=13.0
simple_gate_share_pct=7.11
top_area_share_pct=55.2
synthAoiAreaFrac_pct=6.58
ys_chip_area_um2=1200
ys_warn_count=2
ys_sh_adder_pct=6.27

[sta]
final.min_clock_period_ns=2.63
post-route-period-util_pct=97.3
worst_pin_slew_ns=0.289
final_max_slew_viol_count=0
hold_violations=0
setup_viol=0
relSlewSlack_pct=80.7
max_freq_mhz=380
finClkSkew_ns=0.00387
rsz0062_at_grt=true
whs_ns=0.535

[pwr]
p_per_area_nw_per_um2=521
p_leak_nw=0.688
irDropWorstVdd_mv=0.243

[status]
outcome=finished clean

[cells_and_area]
area_growth_pct=52.8
finalNonFillerCells=255
drive_above_1_share_pct=30.3
mi_logic_area_um2=454
seq_area_um2=741
post-route-util_pct=17.6
fill_cells=1121

[routing]
num_antenna_cells=0
antenna_left=0
via_per_inst=2.97
drtIter0Drc=41
vias=757
routedWlPerCell_um=10.8
wl_mm=2.75
drc=0
first_pass_iters=4

[setup_path]
critPathKind=reg -> out
arrival_ns=2.09
end_kind=output pin
critical_path_required_ns=2.16
path_max_fanout=3
startpoint_type=flip-flop

[clock_tree]
cts_root_buf=clkbuf_8
path_clk_slew_ns=0.09
clock-sinks=26
cts_tree=yes
cts_buffers=3
clockBufferDepth=2
clkLatencyLatePin_ns=0.27
htreeDepth=1

[placement]
dp_hpwl_mm=2.20
portBuffers=23
routabilityCongestion=0.754
place_inst=245

-- area by class of cell --
cell class                      instances  area share, %
Timing Repair Buffer                   41           20.0
Clock inverter                          1           1.64
Multi-Input combinational cell         41           24.8
Inverter                                7           1.44
Sequential cell                        26           40.5
Tap cell                              136           9.30
Clock buffer                            3           2.26
-- worst paths after layout --
path,end,slack (ns),depth (start not counted),from
setup / recovery,Y[3],0.07,6,stack_pointer[0]
hold / removal,stack[2][1],0.54,0,microprogram_counter[1]
setup reg to reg,microprogram_counter[2],0.36,9,stack_pointer[0]
hold reg to reg,stack[2][1],0.54,0,microprogram_counter[1]
-- synth_stat cells (all sizes together) --
cell      n
edfxtp   22
inv       7
ha        6
and2      5
dfxtp     4
mux4      4
a21oi     3
mux2      3
nand2     3
a221oi    2
buf       2
mux2i     2
nor2      2
nor2b     2
a2111oi   1
a31o      1
a31oi     1
and2b     1
nand3b    1
nand4     1
o31ai     1
xnor2     1
xor2      1
-- cell usage in the layout, fill, tap and decap left out, drive strengths merged --
cell type	Yosys	routed
edfxtp	22	22
clkdlybuf4s50	0	18
buf	2	18
inv	7	7
ha	6	6
and2	5	5
dfxtp	4	4
clkbuf	0	4
mux4	4	4
nand2	3	3
a21oi	3	3
dlygate4sd2	0	3
mux2	3	3
nor2b	2	2
nor2	2	2
mux2i	2	2
a221oi	2	2
and2b	1	1
a2111oi	1	1
a31oi	1	1
nand3b	1	1
o31ai	1	1
nand4	1	1
a31o	1	1
xor2	1	1
xnor2	1	1
bufinv	0	1
dlymetal6s2s	0	1
-- what timing repair did --
| action | in CTS | in global routing |
|---|---|---|
| gates resized | 14 | 4 |
| hold buffers | 0 | 0 |
| endpoints found under the setup margin | 4 | 2 |
| setup buffers | 4 | 2 |
| pin swaps | 3 | 4 |
-- where the power goes --
group          switching (mW)  internal (mW)
Sequential             0.0161          0.467
Clock                   0.118          0.198
Combinational          0.0597         0.0932
-- registers in the layout, summed over array words and instances, names as in the netlist --
signal and flops:
address_register 4, microprogram_counter 4, stack 16, stack_pointer 2
-- logic make-up after synthesis --
kind of cell,after synthesis
adder cells (fa/ha/maj),6
flip-flops,26
AND-OR/OR-AND,9
multiplexers,9
buffers and inverters,9
AND/OR/NAND/NOR,15
XOR/XNOR,2
-- stage by stage --
step / TNS [ns] / total power, mW / worst slack, ns / area, µm²
4_1_cts: -0.0135 / 0.963 / -0.0135 / 1810
3_3_place_gp: -0.840 / 0.628 / -0.248 / 1670
3_5_place_dp: -0.826 / 0.629 / -0.259 / 1670
6_report: 0 / 0.952 / 0.0718 / 1830
5_1_grt: -0.0318 / 1.00 / -0.0318 / 1830
2_1_floorplan: 0 / 0.549 / 0.530 / 1200
-- metal layers --
metal / global-route usage, % / up-vias / part of all wire, %
met5: 0 / - / 0
met4: 0.935 / 0 / 2.5
met3: 0.872 / 2 / 4.5
met2: 5.76 / 12 / 50
met1: 4.58 / 369 / 43
li1: - / 374 / -
-- worst max-delay path, stage by stage, from the launching register on --
cell	delay (ns)
edfxtp_1	0.41
buf_4	0.13
mux4_2	0.49
mux2_4	0.29
o31ai_4	0.20
nor2_1	0.06
dlygate4sd2_1	0.25
No activity file was given, so power comes from the tool's default toggle rates.
